--- ./config.mk ---
export PLATFORM = sky130hd
export DESIGN_NAME = alu
export DESIGN_NICKNAME = alu
export VERILOG_FILES = /design/flow/design.v
export SDC_FILE = /design/flow/constraint.sdc
export NUM_CORES = 4
export LEC_CHECK = 1
export CORE_UTILIZATION = 30
--- ./constraint.sdc ---
current_design alu

set clk_period 4.8
set clk_io_pct 0.2

create_clock -name clk0 -period $clk_period [get_ports {clk}]

set non_clock_inputs [all_inputs -no_clocks]
set_input_delay [expr $clk_period * $clk_io_pct] -clock clk0 $non_clock_inputs
set_output_delay [expr $clk_period * $clk_io_pct] -clock clk0 [all_outputs]
--- ./design.v ---
`timescale 1ns / 1ps
module alu(
    input [2:0] portA,
    input [2:0] portB,
    input [1:0] opcode,
    output [0:6] sseg,
    output [7:0] an,
    input clk,
    input rst
 );
wire [5:0] sal_suma;
wire [5:0] sal_resta;
wire [5:0] sal_div;
wire [5:0] sal_mult;
reg [3:0] init; 
wire init_suma;
wire init_resta;
wire init_mult;
wire init_div;
assign init_suma= init[0];
assign init_resta=init[1];
assign init_mult=init[2];
assign init_div=init[3];
reg [15:0]int_bcd;
wire [3:0] operacion;
always @(*) begin
	case(opcode) 
		2'b00: init<=1;
		2'b01: init<=2;
		2'b10: init<=3;
		2'b11: init<=4;
	default:
		init <= 0;
	endcase
end
always @(*) begin
	case(opcode) 
		2'b00: int_bcd <={8'b00,sal_suma};
		2'b01: int_bcd <={8'b00,sal_resta};
		2'b10: int_bcd <={8'b00,sal_mult};
		2'b11: int_bcd <={8'b00,sal_div};
	default:
		int_bcd <= 0;
	endcase
end
sum4b sum(.init(init_suma),.xi({1'b0,portA}), .yi({1'b0,portB}),.sal(sal_suma));
resta res(.init(init_resta), .xi(portA), .yi(portB), .sal(sal_resta));
multiplicador mul ( .MR(portA), .MD(portB), .init(init_mult), .reset(rst), .clk(clk), .pp(sal_mult));
divisor div(.DV(portA), .DR(portB), .init(init_div), .reset(rst), .clk(clk), .pp(sal_div));
dp dp( .sw(int_bcd), .clk(clk), .sseg(sseg), .an(an));
endmodule
module BCDtoSSeg (BCD, SSeg);
  input [3:0] BCD;
  output reg [6:0] SSeg;
always @ ( * ) begin
  case (BCD)
    4'b0000: SSeg = 7'b0000001;  
	4'b0001: SSeg = 7'b1001111;  
	4'b0010: SSeg = 7'b0010010;  
	4'b0011: SSeg = 7'b0000110;  
	4'b0100: SSeg = 7'b1001100;  
	4'b0101: SSeg = 7'b0100100;  
	4'b0110: SSeg = 7'b0100000;  
	4'b0111: SSeg = 7'b0001111;  
	4'b1000: SSeg = 7'b0000000;  
	4'b1001: SSeg = 7'b0000100;  
   4'ha: SSeg = 7'b0001000;  
   4'hb: SSeg = 7'b1100000;
   4'hc: SSeg = 7'b0110001;
   4'hd: SSeg = 7'b1000010;
   4'he: SSeg = 7'b0110000;
   4'hf: SSeg = 7'b0111000;
    default:
    SSeg = 0;
    endcase
end
endmodule
`timescale 1ns / 1ps
module dp(clk, sw, sseg, an);
input clk;
input [15:0] sw;
output [6:0] sseg;
output reg[7:0] an;
reg [1:0] cont;
reg [3:0] bcd;
reg [7:0]u;
reg [7:0]d;
reg [7:0]c;
reg [7:0]h;
wire clk1;
divfreq div(clk, clk1);
BCDtoSSeg ssdin(.BCD(bcd), .SSeg(sseg));
always @(*)begin
	if(sw > 100)begin
		c = sw / 100;
		h = sw % 100;
		d = h / 10;
		u = h % 10;
		end
	else begin
		c = 0;
		d = sw / 10;
		u = sw % 10;
		end
end
always @(posedge clk1)begin
cont = cont + 1;
case(cont)
	2'b00: begin bcd = u; an = 8'b11111110; end
	2'b01: begin bcd = d; an = 8'b11111101; end
	2'b10: begin bcd = c; an = 8'b11111011; end
	endcase
end
endmodule
`timescale 1ns / 1ps
module divfreq(clk, clk1);
input clk;
output reg clk1;
reg [27:0] cont;
always @(posedge clk)begin 
	if(cont < 'd50_000)begin
		cont = cont + 1;
		end
	else begin 
	 clk1 = !clk1;
	 cont = 0;
		end
end
endmodule 
`timescale 1ns / 1ps
module divisor(clk, init, DR, DV, pp, reset);              
input clk; 
input init;
input reset; 
input [2:0] DR;
input [2:0] DV; 
output reg [5:0] pp;
reg done;
reg sh;
reg rst;
reg add;
reg llenar;
reg asg;
reg [5:0] C;
reg [2:0] B;
reg [1:0] count;
wire z;
reg [2:0] status = 0;
assign z=(B==0)?1:0;
always @(negedge clk) begin
	if (rst) begin
		pp = {3'b000,DV};
		B = ~DR + 1;
		count = 3;
	end
	else begin 
            if (sh) begin
               pp = pp << 1;
                count = count-1;
            end
            else begin          
                if(asg)
                    pp[5:3]=C[2:0];          
                else begin
                    if (llenar) 
                        pp[0]= 1'b1;
                    else if(done)
                        pp[5:3]=3'b000;
                end
            end
    end
end 
always @(negedge clk) begin
	if (rst) begin
		C =0;
	end
	else begin
        if (add) 
         C = pp[5:3] + B;
    end
 end
parameter START =0, CHECK =1, ADD =2, SHIFT =3, END1 =4, CHECKCOUNT=5, FILLONE=6, ASSIGNA=7;
always @(posedge clk) begin
	case (status)
	START: begin
		sh=0;
		add=0;
		llenar=0;
		asg=0;
		if (init || reset) begin
			status=SHIFT;
			done =0;
			rst=1;
		end
		end
	CHECK: begin 
		done=0;
		rst=0;
		sh=0;
		add=0;
		llenar=0;
		asg=0;
		if (C[3]==1)
			status=FILLONE;
		else
			status=CHECKCOUNT;
		end
	ADD: begin
		done=0;
		rst=0;
		sh=0;
		add=1;
		llenar=0;
		asg=0;
		status=CHECK;
		end
	SHIFT: begin
		done=0;
		rst=0;
		sh=1;
		add=0;
		llenar=0;
		asg=0;
		status=ADD;
        end
    ASSIGNA: begin
        done=0;
        rst=0;
        sh=0;
        add=0;
        llenar=0;
        asg=1;
        status=CHECKCOUNT;
        end
    CHECKCOUNT: begin 
        done=0;
        rst=0;
        sh=0;
        add=0;
        llenar=0;
        asg=0;
        if (count == 0)
            status=END1;
        else
            status=SHIFT;
        end
	FILLONE: begin 
        done=0;
        rst=0;
        sh=0;
        add=0;
        llenar=1;
        asg=0;
        status=ASSIGNA;
		end
	END1: begin
		done =1;
		rst =0;
		sh =0;
		add =0;
		llenar=0;
		asg=0;
		status =START;
	end
	 default:
		status =START;
	endcase 
end 
endmodule
`timescale 1ns / 1ps
module multiplicador( input [2:0] MR, 
input [2:0] MD, 
input init, 
input reset,
input clk,  
output reg [5:0] pp, 
output reg done
    );
reg sh;
reg rst;
reg add;
reg [5:0] A;
reg [2:0] B;
wire z;
reg [2:0] status =0;
assign z=(B==0)?1:0;
always @(negedge clk) begin
	if (rst) begin
		A = {3'b000,MD};
		B = MR;
	end
	else	begin 
		if (sh) begin
			A= A << 1;
			B = B >> 1;
		end
	end
end 
always @(negedge clk) begin
	if (rst) begin
		pp =0;
	end
	else	begin 
		if (add) begin
		pp =pp+A;
		end
	end
end
parameter START =0,  CHECK =1, ADD =2, SHIFT =3, END1 =4;
always @(posedge clk) begin
	case (status)
	START: begin
		sh=0;
		add=0;
		if (init || reset) begin
			status=CHECK;
			done =0;
			rst=1;
		end
		end
	CHECK: begin 
		done=0;
		rst=0;
		sh=0;
		add=0;
		if (B[0]==1)
			status=ADD;
		else
			status=SHIFT;
		end
	ADD: begin
		done=0;
		rst=0;
		sh=0;
		add=1;
		status=SHIFT;
		end
	SHIFT: begin
		done=0;
		rst=0;
		sh=1;
		add=0;
		if (z==1)
			status=END1;
		else
			status=CHECK;
		end
	END1: begin
		done =1;
		rst =0;
		sh =0;
		add =0;
		status =START;
	end
	 default:
		status =START;
	endcase 
end 
endmodule
`timescale 1ns / 1ps
module resta(init, xi, yi, sal);
  input init;
  input [2:0] xi;
  input [2:0] yi;
  output [5:0] sal;
  reg [2:0] resultado;
  wire [2:0] yi_comp;
  assign yi_comp = ~yi+1;
  assign sal = {3'b000,resultado};
always @(*) begin
    if(xi >= yi )begin
        if(init) resultado = xi+yi_comp;
        else resultado=0;
    end
    else resultado = 0;
end
endmodule
`timescale 1ns / 1ps
module sum4b(init, xi, yi,co,sal);
  input init;
  input [3 :0] xi;
  input [3 :0] yi;
  output co;
  output [3 :0] sal;
  wire [4:0] st;
  assign sal= st[3:0];
  assign co = st[4];
  assign st  = 	xi+yi;
endmodule
--- ./run.sh ---
#!/bin/bash
# OpenROAD 26Q1-2900-gdf79404cd8, Yosys 0.63+post, stock flow scripts
make -C /OpenROAD-flow-scripts/flow DESIGN_CONFIG=/design/flow/config.mk WORK_HOME=/design/flow/orfs finish
==> results.txt <==
run results: Max-Cap Viols=0, Syn Area/Cell=10.0 µm², critical-path cell list=clkdlybuf4s50_1 -> inv_1 -> ha_1 -> xnor2_2, Init Core Util=31.2%, Register Area=0.00211 mm², HPWL Detailed=6.16 mm, Leak Pwr=0.00238 µW, Final Non-Filler Cells=746, Vias=3323, Total Wirelength=8.41 mm, number of H-tree levels=3, Placed Cells=701, Cell Area, Synth=0.00479 mm², initial antenna violation count=0, Synth async-reset ratio=0%, worst vdd rail ir drop=0.000211 V, P&R area growth vs syn=17.3%, Top delay family on crit path=buffers and inverters, Yosys reg bits=90, antenna-violating nets left=0, Post-synth EDFFs=31, Worst Path Buf+Inv=2, critical path arrival=1970 ps, RSZ-0062 raised after global routing=no, register pins left without a clock=16, layout cell share with drive strength beyond 1=8.60%, Final Max Tran Viols=0, DRT Pass-1 Iters=4, OpenROAD warning count=71, DRC viols=0, Worst Path Max Fanout=5, FILL cells=1439, Tightest Pin Transition=721 ps, vias in the first global route=3127, Synth top cell by count=nor2_1, Setup Viol. Count Final=0, Core Area=0.0154 mm², Netlist cell types=64, CTS Buf Count=9, Die Width=128 µm, Die ar.=0.0165 mm², WL per Instance=11.3 µm, HP Class=register to register, post-cts repair resize count=0, post-synthesis cell count=479, Clock Skew=70.1 ps, status=complete, no violations, post-CTS setup buffers=0, YS chip area=0.00479 mm², Routability Congestion=0.863, Std-Cell Rows=45, highest cell delay on the worst timing path=550 ps, clk slew on worst S/H paths=60 ps, endpoints left unconstrained=33, logic area=0.00246 mm², GRT Overall Usage=11.2%, Cell Pwr Density=473 mW/mm², first-pass GRT wire length=14.5 mm, Synth area leaders=dfxtp_1 25%, edfxtp_1 19%, ha_1 9.1%, nor2_1 4.8%, mux2i_1 4.0%, Synth Seq Share=44.1%, Root Buffer=clkbuf_16, Crit. End Element=register, setup total negative slack=0 ps, pin count of the biggest net entering global routing=18, maximum clock path buffer count=2, drt initial violations=267, Yosys warnings=8, vias per inst=4.45, # IOs=25, CP Class=input pin to register, Yosys Instances=479, remaining global-route overflow=0, hold buffers post-CTS=0, CTS tree=done, main flop type=dfxtp_1, Fin. Hold Viols=0, Die Ht=128 µm, synth cell count leaders=61 x nor2_1, 59 x dfxtp_1, 38 x inv_1, slowest CP cell=clkdlybuf4s50_1, cell taking the most area after synthesis=dfxtp_1, Max-area cell share=24.6%, Antenna Cells=0, Critical Path Source Type=input pin, Critical Path RT=2530 ps, relative slew slack=51.8%, IO buf count=19, clk latency late pin=390 ps
area by class of cell:
| class | count | share of cell area [%] |
|---|---|---|
| clock inverter | 35 | 3.36 |
| sequential | 90 | 37.6 |
| clock buffer | 11 | 4.52 |
| timing repair buffer | 20 | 3.52 |
| multi-input combinational | 341 | 43.8 |
| inverter | 38 | 2.54 |
| tap | 211 | 4.70 |
path summary, 6_finish.rpt:
path	start	endpoint	slack [ps]	cells past startpoint
worst min register to register	dp.div.cont[0]	dp.div.cont[0]	460	1
worst max register to register	div.rst	div.pp[0]	970	2
worst min-delay path	dp.div.cont[0]	dp.div.cont[0]	460	1
worst max-delay path	portB[0]	div.B[2]	560	4
sequential cells by signal, indices dropped and copies added, names as in the netlist, 4 cells and up:
signal and cells:
mul.A 6, dp.div.cont 28, div.pp 6, div.C 4, sseg 7, dp.bcd 4, mul.pp 6
cell families (layout without fill, tap and decap cells):
| logic type | after synthesis | in the layout | synth area share, % |
|---|---|---|---|
| muxes | 28 | 28 | 6.08 |
| DFF | 90 | 90 | 44.1 |
| and+or+nand+nor | 153 | 153 | 15.2 |
| buffers and inverters | 63 | 104 | 5.74 |
| xor gates and xnor gates | 30 | 30 | 5.80 |
| AOI/OAI and AO/OA | 74 | 74 | 12.1 |
| other | 2 | 17 | 0.157 |
| adders and majority gates | 39 | 39 | 10.8 |
power breakdown:
part	internal [µW]	total, µW	switching [µW]
Clock	518	836	319
Sequential	888	1110	227
Combinational	359	710	351
layout by cell type, fill, tap and decap left out, drive strengths merged, types with 14 or more instances in the layout:
cell type	count
conb	17
nand2	30
nor2	63
ha	35
edfxtp	31
dfxtp	59
clkdlybuf4s50	19
nand3	14
xnor2	17
mux2i	19
inv	68
o21ai	14
worst reg2reg max path, delay by kind of cell, from the launching register on:
kind               cells  cell delay (ps)
DFF                    1              620
AOI/OAI and AO/OA      1              180
and+or+nand+nor        1              430
per-layer routing:
layer	share of wire (%)	routed length [µm]	up-vias	global-route usage, %
li1	-	-	1728	-
met1	51	4250	1538	16.9
met2	44	3700	42	16.7
met3	3.8	322	15	3.01
met4	1.6	132	0	2.01
met5	0	0	-	0
per-stage QoR:
stage	hold WS, ps	utilization [%]	cell area, µm²	total power (µW)	setup WS [ps]
2_1_floorplan	430	-	4850	1700	789
3_3_place_gp	443	33.7	5180	1850	153
3_5_place_dp	451	33.7	5180	1870	135
4_1_cts	466	36.6	5620	2690	548
5_1_grt	479	36.6	5620	2870	524
6_report	464	36.6	5620	2660	556
Power is estimated from default activity; no workload was simulated.
